File: /design/flow/design.v
`timescale 1ns / 1ps
module instr_fetch(
	 input clk,
    input rst,
    output [31:0] instruction_code
    );
	 reg [4:0] pc;
	 reg [31:0] Mem [4:0];
	 instr_memory im(.pc(pc),
						.rst(rst),
						.instruction_code(instruction_code)
						);
	always @(posedge clk)
	 begin
		if(rst == 1)
			begin
			pc <= 0;
			end
		else
			begin
			pc <= pc + 4;
			end
	 end
endmodule
`timescale 1ns / 1ps
module instr_memory(
    input [4:0] pc,
	 input rst,
    output [31:0] instruction_code
    );
	reg [31:0] Mem [31:0];
	always@(rst)
	begin
		if(rst == 1)
		begin
			Mem[0] <=  32'b00000000000000000000000000100000;
			Mem[4] <=  32'b00000000010000100000100000100010;
			Mem[8] <=  32'b00000000011000110010100000100100;
			Mem[12] <= 32'b00000000101001010000000010000000;
			Mem[16] <= 32'b11111100110000000000000000000010;
			Mem[20] <= 32'b00000000000000000000000000100000;
			Mem[24] <= 32'b00000000000000000000000000100000;
			Mem[28] <= 32'b00000000000000000000000000100000;
		end
	end 
	assign instruction_code = {Mem[pc]};
endmodule
File: /design/flow/run.sh
#!/bin/bash
# OpenROAD 26Q1-2900-gdf79404cd8, Yosys 0.63+post, stock flow scripts
make -C /OpenROAD-flow-scripts/flow DESIGN_CONFIG=/design/flow/config.mk WORK_HOME=/design/flow/orfs finish
File: /design/flow/config.mk
export PLATFORM = sky130hd
export DESIGN_NAME = instr_fetch
export DESIGN_NICKNAME = instr_fetch
export VERILOG_FILES = /design/flow/design.v
export SDC_FILE = /design/flow/constraint.sdc
export NUM_CORES = 4
export LEC_CHECK = 1
export CORE_AREA = 10 10 70 70
export DIE_AREA = 0 0 80 80
File: /design/flow/constraint.sdc
current_design instr_fetch

set clk_period 1.6
set clk_io_pct 0.2

create_clock -name clk0 -period $clk_period [get_ports {clk}]

set non_clock_inputs [all_inputs -no_clocks]
set_input_delay [expr $clk_period * $clk_io_pct] -clock clk0 $non_clock_inputs
set_output_delay [expr $clk_period * $clk_io_pct] -clock clk0 [all_outputs]
==> run notes <==
Summary of implementation figures.

Synthesis
The Yosys chip area is ~400 sq um. During synthesis, Yosys emitted a total of 771 warnings. Per Yosys stat, the portion of area used by sequential elements is between 10% and 20%. The synthesized cell area is between 300 and 400 sq um. Synthesis instantiated 13 different standard cells from the library. Yosys stat counts around 53 cells in the synthesized netlist.

The cell count after synthesis is around 53. Synthesis inferred 3 register bits. The post-synthesis average cell area is 7.507 sq um.

Worst setup path
The timing report gives the worst reg2reg path a setup slack of about 480 ps. The buffer and inverter count on the worst path is 3. The cell count of the worst reg-to-reg path is 5. Walking the worst path, the cells encountered are inv_4, ha_4, a211o_1, buf_6, nand2_2, buf_2.

The arrival time at the worst endpoint is about 1400 ps. The worst setup path is of the register to output port kind. The worst setup path is launched from a register.

Per STA, the highest per-stage delay on the worst path measures around 350 ps. The launch point of the worst register-to-register path is recorded as pc[3]$_SDFF_PP0_. The slowest stage of the critical path belongs to the cell dfxtp_2. The category of cells accounting for the largest share of critical-path delay is flip-flops.

STA puts the critical path data required time at roughly 1300 ps. The sort of element at the end of the critical path is an output port. Per the timing report, the most critical flop-to-flop path finishes at pc[4]$_SDFF_PP0_. The maximum fanout encountered on the critical timing path is 2.

Drt
The overall routed net length is 1243 um. The violation tally recorded at the end of detailed-routing iteration 0 is 0. The highest metal layer with signal wires is met4. The met3 routed wirelength is approximately 160 um. Antenna repair during routing inserted a diode count of 0. Wire segments on met2 add up to 573 um in the final route. In the final routing, the length of wire on met1 measures between 500 and 600 um. In the routed layout, each cell is associated on average with a via count of slightly below 3. The count of vias placed by the detailed router is around 380. The final routed DRC violation total is 0.

The number of search-and-repair iterations in the first detailed-routing pass is 1. The remaining antenna violation count is 0. Per the detail_route report, routed wire per instance is 9.636 um.

Clock tree
After clock tree synthesis, the clock-pin slew on the worst setup and hold paths is 40 ps. The number of clock sinks seen by CTS is 3. The insertion delay to the later sink of the worst-skew pair is around 230 ps. The number of H-tree levels is 1. The total CTS buffers is 3. The deepest clock path buffer count is 2. The TritonCTS clock tree is built. The root buffer cell chosen for the clock tree is clkbuf_4.

Final timing
Post-route period utilization is reported as 105.9%. For this run, the top clock speed supported by timing is between 500 and 600 MHz. Setup repair after global routing could not meet its margin everywhere. The shortest clock period the worst path allows after layout is 1695 ps. Across the routed clock network, the largest skew measured is between 2 and 2.5 ps. From the final report, the count of setup violators was given as 4. The final worst slack is -94.68 ps.

The number of failing hold endpoints at the final stage is 0. Counting pins that exceed their max-slew limit in the final report gives 0.

Cells and area
The share of final-layout standard cells stronger than drive strength 1 is 65.06%. The flow measured a signed area growth from synthesis to layout of 105.0%. In the final layout, the fill cell count is about 370. In the final layout, the registers with the most flip-flops are pc: 3 flops. The most common logic cell in the final layout is buf_6. The flip-flop count of the largest register, all copies and words added is 3. The most flop-heavy register is pc. By instance count after routing, the leading logic cell types are 16 x buf_6, 14 x conb_1, 6 x buf_2, 6 x buf_4, 5 x ha_4. The final report gives the core utilization as a little under a quarter. The final report gives the standard cell area, fillers excluded, as 815.8 sq um.

Hold path
In this run the worst hold path is classified as register to register. The instance count along the most critical hold path is 3. Hold analysis lists the worst path endpoint as pc[2]$_SDFF_PP0_. The startpoint of the most critical hold path is pc[2]$_SDFF_PP0_.

Placement
The total half-perimeter wirelength after legalization and detailed placement is 861.4 um. The total of buffers placed on input and output ports is 19. The routability-driven placement congestion ratio is 0.7560. Per the detailed placement report, the placed cell area equals between 500 and 600 sq um. The post-placement setup slack is -180.3 ps.

Power
The completed layout was analyzed and its total power is between 400 and 500 uW. The power density over the cells is 562.3 nW/um^2. The leakage component of the power was reported as 0.0004499 uW. IR analysis of the VDD net gives a maximum drop of between 0.2 and 0.25 mV.

Floorplanning
Before placement the cells fill 11.65% of the core. The width of the chip is ~80 um. After floorplanning, the core was divided into 21 placement rows.

The overall die size recorded for this design is around 6400 sq um. In this run the count of I/O pins placed on the die edge is 34. After floorplanning, the core was sized to cover 3416 sq um. From bottom edge to top edge, the die measures approximately 80 um.

Run
OpenROAD emitted warnings numbering 30. The run reported a max-capacitance violation count of 0.

GRT
The initial antenna violation count is 0. Entering global routing, the biggest net connects 8 pins. The total global routing track utilization is about 3.2%. The first global-routing pass estimated between 1500 and 2000 um of wire.

The global-route congestion overflow total is 0. The via count of the first global-routing pass is about 380.

Run status
The flow ran to the end, but the final reports show violations. The final reports fail on negative setup slack.
## per-layer routing
metal	vias up	global-route usage, %
li1	188	-
met1	173	3.329
met2	20	5.377
met3	2	1.818
met4	0	0.7042
met5	-	0
## how the worst max path moves through the flow
stage / start / endpoint / cells after the start
after CTS: pc[2]$_SDFF_PP0_ / instruction_code[7] / 4
after global routing: pc[3]$_SDFF_PP0_ / instruction_code[11] / 6
final: pc[3]$_SDFF_PP0_ / instruction_code[17] / 6
## synthesized netlist by cell type (all sizes together)
library cell  number  area (sq um)
a211o              1         8.760
a32oi              1         8.760
buf               23         172.7
conb               1         3.750
dfxtp              3         60.06
ha                 5         62.56
inv                5         18.77
nand2              3         11.26
nand2b             1         6.260
nand3              1         5.000
nor2               6         22.52
nor2b              2         12.51
o21ai              1         5.000
## worst register-to-register path, stage by stage, from the launching register on
cell and delay (ps):
dfxtp_2 330, buf_6 120, buf_6 110, ha_4 160, ha_4 250, nor2_1 40
## power breakdown
part,total [uW],switching (uW),internal [uW]
logic,234,84.7,149
registers,94.0,11.7,82.3
clock network,131,37.7,93.4
## area by class of cell
class | instances | area (sq um) | share of cell area (%)
Timing Repair Buffer | 36 | 335.3 | 41.10
Multi-Input combinational cell | 35 | 304.0 | 37.27
Sequential cell | 3 | 66.31 | 8.129
Tap cell | 46 | 57.56 | 7.055
Clock buffer | 4 | 26.28 | 3.221
Inverter | 5 | 26.28 | 3.221
## kinds of logic after synthesis
family / count (synthesis) / synth area share, %
buffers and inverters: 28 / 48.11
AND/OR/NAND/NOR: 13 / 14.46
adder cells (fa/ha/maj): 5 / 15.72
AND-OR/OR-AND: 3 / 5.660
flip-flops: 3 / 15.09
other: 1 / 0.9425
## metrics by stage
stage	hold WS [ps]	std cells	setup TNS [ps]
floorplan	386.7	66	0
global placement	525.6	112	-2003
detailed placement	536.5	112	-2214
CTS	573.5	123	-1058
global route	663.1	129	-850.6
finish	642.1	129	-280.5
## timing repair
action | 4_1_cts | 5_1_grt
endpoints found under the setup margin | 18 | 18
pin swaps | 9 | 11
buffers inserted | 7 | 8
hold buffers | 0 | 0
gates resized | 72 | 23
No activity file was given, so power comes from the tool's default toggle rates.
