[design/flow/constraint.sdc]
current_design jump_function

set clk_period 1.0
set clk_io_pct 0.2

create_clock -name clk0 -period $clk_period

set non_clock_inputs [all_inputs -no_clocks]
set_input_delay [expr $clk_period * $clk_io_pct] -clock clk0 $non_clock_inputs
set_output_delay [expr $clk_period * $clk_io_pct] -clock clk0 [all_outputs]
[design/flow/run.sh]
#!/bin/bash
# OpenROAD 26Q1-2900-gdf79404cd8, Yosys 0.63+post, stock flow scripts
make -C /OpenROAD-flow-scripts/flow DESIGN_CONFIG=/design/flow/config.mk WORK_HOME=/design/flow/orfs finish
[design/flow/design.v]
`timescale 1ns / 1ps
module jump_function(
    input [7:0] pc,
    input jump,
    input [5:0] partial_addr,
	 output [7:0] pc_new
    );
	 reg [7:0] pc_four, jump_addr;
	 always @(*)
	 begin
		pc_four <= pc + 4;
		jump_addr <= {{pc_four[7:6]}, partial_addr[5:0]};
	 end
	 assign pc_new = (jump == 1)?jump_addr:pc;
endmodule
[design/flow/config.mk]
export PLATFORM = sky130hd
export DESIGN_NAME = jump_function
export DESIGN_NICKNAME = jump_function
export VERILOG_FILES = /design/flow/design.v
export SDC_FILE = /design/flow/constraint.sdc
export NUM_CORES = 4
export LEC_CHECK = 1
export CORE_AREA = 10 10 70 70
export DIE_AREA = 0 0 80 80
==> job_summary.md <==
## Synthesis and layout report

| Metric | Value |
|---|---|
| Sequential element share of the synthesized area | 0% |
| Cell Type Count | 8 |
| Mapped Area | 131.4 um2 |
| Row count | 21 |
| Register share of total power | 0% |
| Reg area | 0 um2 |
| Tool warnings | 34 |
| Peak supply drop | 0.06705 mV |
| Largest net degree at the start of global routing | 7 |
| Synth warnings | 1 |
| Antenna diode count | 0 |
| Leak | 0.2132 nW |
| IO buf count | 23 |
| Crit Path Max Fanout | 2 |
| PD cells | 369.3 nW/um2 |
| Synth-to-layout area growth | 243.8% |
| Aoi share | 0% |
| Seq cells | 0 |
| Total die area | 6400 um2 |
| First-pass GRT wire length | 1580 um |
| Final critical-path setup slack | -0.09602 ns |
| FMAX | 912.4 MHz |
| Layout cells sized above 1 | 70.27% |
| Ports | 23 |
| Post-DP HPWL | 914.5 um |
| Fin. Hold Viols | 0 |
| Vias per cell | 2.325 |
| DR vias | 193 |
| Final Critical Period | 1.096 ns |
| Post-layout period usage | 109.6% |
| Worst path arrival time | 0.90 ns |
| Routed wire length | 1053 um |
| Die y size | 80 um |
| Core ar. | 3416 um2 |
| Chip Area, Yosys | 131.4 um2 |
| CP required | 0.80 ns |
| Number of max-cap violations | 0 |
| FP Core Util | 3.846% |
| Total grt overflow | 0 |
| Yosys cell count | 13 |
| Gate power share | 100.0% |
| Setup repair bufs after CTS | 0 |
| Yosys simple share | 20.95% |
| Die width | 80 um |
| Wire per inst | 12.69 um |
| Total iterations of the first detailed-routing run | 2 |
| Area after DPL | 422.9 um2 |
| Slew HR | 92.33% |
| Clock Buffer Count | 0 |
| Slew Limit Fails | 0 |
| Met1 usage | 4.822% |
| Met2 Track Usage GR | 3.852% |
| Post-synthesis cell count | 13 |
| Crit Path Class | input pin to primary output |
| Syn_area_per_cell | 10.11 um2 |
| Post-route cell area | 451.7 um2 |
| Biggest area cells | mux2_2, xor2_2, and3_4, buf_6, xnor2_1 |
| Failing checks | setup timing |
| Switch share | 28.91% |
| Gpl congestion | 0.7232 |
| ANT nets after route | 0 |
| RSZ-0062 raised after global routing | true |
| Setup-failing EPs final | 8 |
| Global Route Usage Sum | 3.373% |
| Pre-CTS setup slack | -0.9064 ns |
| Internal power | 0.1186 mW |
| Antenna violations before repair | 0 |
| Status | finished, violations left |
| DRC viols | 0 |
| Crit. End Element | primary output |
| Vias in the first global route | 235 |
| Grt met3 use | 2.841% |
| Worst hold path class | input pin to primary output |
| GRT Max-Usage Layer | met1 |
| Area share, top type | 51.43% |
| Setup TNS | -0.3466 ns |
| Synth Area in Adders | 0% |
| Filler cells | 394 |
| Slew @ Worst Pin | 0.1147 ns |
| Mux cell area share | 51.43% |
| Iter 0 DRT Violations | 2 |
| Yosys top cell by instances | mux2_2 |
| Net switching power | 0.04823 mW |
| Comb area leader | multiplexers |
| Clock power frac | 0% |
| XORs/XNORs by Area | 19.05% |
| Synth area leader | mux2_2 |
| Startpoint class of the critical path | input pin |
metal layers:
layer  wire length, um  part of all wire [%]  vias to the layer above
li1                  -                     -                       95
met1               524                    50                       82
met2               331                    31                       16
met3               196                    19                        0
met4                 0                     0                        0
met5                 0                     0                        -
critical path, stage by stage:
cell and delay [ns]:
buf_6 0.07, and3_4 0.18, and3_4 0.19, xor2_2 0.14
buf_2 0.11
area by class of cell:
| cell class | instances | area [um2] | area share, % |
|---|---|---|---|
| repair buffers | 25 | 236.5 | 52.35 |
| multi-input cells | 12 | 157.7 | 34.90 |
| well taps | 46 | 57.56 | 12.74 |
layout by cell type, fill, tap and decap left out:
cell type        instances
dlygate4sd2_1            9
buf_6                    8
mux2_4                   6
buf_2                    4
and3_4                   2
buf_8                    2
and2_4                   1
nand2_1                  1
xnor2_2                  1
xor2_2                   1
clkdlybuf4s15_1          1
buf_4                    1
through the flow:
stage / total power [mW] / util (%) / cells / hold slack [ns]
6_report: 0.1668 / 13.22 / 83 / 0.6869
3_5_place_dp: 0.1562 / 12.38 / 83 / 1.407
5_1_grt: 0.1821 / 13.22 / 83 / 0.7055
2_1_floorplan: 0.03247 / - / 13 / 0.4305
4_1_cts: 0.1617 / 12.82 / 83 / 0.6908
3_3_place_gp: 0.1576 / 12.38 / 83 / 1.411
kinds of logic (layout without fill, tap and decap cells):
kind of cell / Yosys count / in the layout
and+or+nand+nor: 4 / 4
buffers and inverters: 1 / 25
xor gates and xnor gates: 2 / 2
muxes: 6 / 6
power groups by stage:
| stage | clock network, mW | logic (mW) | registers, mW |
|---|---|---|---|
| 5_1_grt | 0 | 0.182 | 0 |
| 6_report | 0 | 0.167 | 0 |
| 4_1_cts | 0 | 0.162 | 0 |
path summary, 6_finish.rpt:
kind	start	end	cells after the start
worst min-delay path	pc[4]	pc_new[4]	3
worst max-delay path	pc[5]	pc_new[7]	5
timing repair:
item / CTS / global route
endpoints found under the setup margin: 8 / 8
resized: 76 / 3
hold buffers: 0 / 0
pin swaps: 3 / 2
Power figures rest on the tool's default switching activity, not on a simulated workload.
