==> design.v <==
`timescale 1ns / 1ps
module ALU_main(
    input [31:0] data1,
    input [31:0] data2,
    input [2:0] ALUctrl,
    output reg [31:0] alu_result,
    output reg zero
    );
	 always@(*)
	 begin
		case(ALUctrl)
			3'b000: alu_result = data1 + data2;
			3'b001: alu_result = data1 - data2;
			3'b010: alu_result = data1 & data2;
			3'b011: alu_result = data1 | data2;
			3'b100: alu_result = data1 << data2;
			3'b101: alu_result = data1 >> data2;
		endcase
		if(alu_result == 0)
			zero = 1'b1;
		else
			zero = 1'b0;
	 end
endmodule
==> run.sh <==
#!/bin/bash
# OpenROAD 26Q1-2900-gdf79404cd8, Yosys 0.63+post, stock flow scripts
make -C /OpenROAD-flow-scripts/flow DESIGN_CONFIG=/design/flow/config.mk WORK_HOME=/design/flow/orfs finish
==> config.mk <==
export PLATFORM = sky130hd
export DESIGN_NAME = ALU_main
export DESIGN_NICKNAME = ALU_main
export VERILOG_FILES = /design/flow/design.v
export SDC_FILE = /design/flow/constraint.sdc
export NUM_CORES = 4
export LEC_CHECK = 1
export CORE_UTILIZATION = 40
==> constraint.sdc <==
current_design ALU_main

set clk_period 20.1
set clk_io_pct 0.2

create_clock -name clk0 -period $clk_period

set non_clock_inputs [all_inputs -no_clocks]
set_input_delay [expr $clk_period * $clk_io_pct] -clock clk0 $non_clock_inputs
set_output_delay [expr $clk_period * $clk_io_pct] -clock clk0 [all_outputs]
==> results.py <==
# Synthesis and PnR figures
metrics = {
    "status": {
        "status": "complete, no violations",
    },
    "worst_setup_path": {
        "critical_path_depth_in_cells": 18,
        "worst_path_max_delay_cell": "sky130_fd_sc_hd__or4_1",
        "cp-end-kind": "primary output",
        "path_max_fanout": 11,
        "critical_path_class": "in -> out",
        "timing.critical_path.to": "zero",
        "setup.worst_path.start": "data2[8]",
        "worstPathBufferInverterCount": 2,
        "crit_path_start_kind": "primary input",
        "cp_cell_sequence": "clkdlybuf4s50_1, or4_1, or2_2, nor4_1, nand2b_1, o21ai_0, xor2_1, ha_1, nand4_1, or2_2, a31oi_1, mux2i_1, nand4_1, or3b_1, nor4_1, nand4b_1, nor4_2, clkdlybuf4s50_1",
        "critPathMaxStageDelay_ns": 0.64,
        "crit_arrival_ns": 9.82,
        "data_required_critical_path_ns": 16.08,
        "critical_path.top_delay_family": "simple AND/OR/NAND/NOR gates",
    },
    "floorplan": {
        "floorplan.die_area_um2": 19800,
        "initial_utilization_pct": 41.1,
        "core_area_um2": 18800,
        "std_cell_rows": 50,
        "die.size.y_um": 141,
        "die_x_um": 141,
        "boundaryPins": 100,
    },
    "layout": {
        "layout_top_cell": "sky130_fd_sc_hd__nand2_1",
        "syn_to_final_growth_pct": 13.1,
        "largest_register_ffs": 32,
        "num-fill-cells": 1921,
        "layout-drive-gt1-share_pct": 8.99,
        "postLayoutCoreUtil_pct": 46.4,
        "final_layout_top_logic_cells": "116 x sky130_fd_sc_hd__nand2_1, 97 x sky130_fd_sc_hd__clkdlybuf4s50_1, 82 x sky130_fd_sc_hd__a21oi_1",
    },
    "timing": {
        "grt_setup_unrepaired": "no",
        "setup_viol": 0,
        "final.min_clock_period_ns": 13.84,
        "fmaxAchievable_ghz": 0.0723,
        "timing.slew.headroom_pct": 35.7,
        "unclocked_pins": 32,
        "hold_viol_final": 0,
        "final-max-slew-violation-count": 0,
        "worst-slew-pin-transition_ns": 0.964,
        "final_min_period_over_clock_period_pct": 68.8,
        "endpoints_left_unconstrained": 64,
        "fin_setup_tns_ns": 0,
    },
    "synthesis": {
        "enable_flop_cells": 0,
        "postSynthRegisterBits": 32,
        "yosys_warnings": 1,
        "synth-async-reset-ratio_pct": 0,
        "yosys.stat.chipArea_um2": 7700,
        "postSynth.topFlopCell": "sky130_fd_sc_hd__dlxtn_1",
        "syn_avg_cell_area_um2": 7.47,
        "mappedNetlistArea_um2": 7700,
        "synth.lib_cells_used.distinct": 84,
        "synth-cells-yosys": 1031,
        "synthesis.instances": 1031,
    },
    "detailed_routing": {
        "via_per_inst": 6.82,
        "final_antenna_net_count": 0,
        "vias": 8884,
        "routedWlPerCell_um": 28.2,
        "drt_iter0_markers": 861,
        "routed_wirelength_um": 36700,
        "drt_first_pass_iters": 5,
        "remaining_drc_errors": 0,
        "diodes": 0,
    },
    "place": {
        "placer_s_final_routability_congestion_estimate": 1.06,
        "port-buffer-count": 100,
        "estimated_wirelength_of_the_detail_placed_design_um": 29400,
    },
    "pwr": {
        "power_leakage_nw": 3.28,
        "power.density_cell_area_nw_per_um2": 33.4,
        "vdd_drop_max_v": 0.0000216,
    },
    "clocking": {
        "cts_resized": 0,
        "cts_hold_buffers": 0,
        "postCtsSetupRepairBufs": 0,
    },
    "global_route": {
        "grt.overflow.total": 0,
        "gr_util_all_layers_pct": 38.2,
        "antenna_found_initial": 0,
        "grt_first_pass_wirelength_um": 54400,
        "via_count_of_the_first_global_routing_pass": 8195,
        "grt_start_max_net_pins": 55,
    },
    "hold_path": {
        "hold_path.class": "in -> out",
    },
    "job": {
        "warnings": 34,
        "maxCapViolations": 0,
    },
}
[layer usage]
layer / GRT usage (%) / wire length, um / vias to the layer above / share of wire (%)
met5: 0 / 0 / - / 0
met3: 6.96 / 3400 / 81 / 9.3
met4: 10.6 / 1230 / 0 / 3.4
li1: - / - / 4060 / -
met1: 55.7 / 15600 / 4258 / 43
met2: 58.8 / 16400 / 485 / 45
[per-stage QoR]
stage	hold WS, ns	std cells	setup WS, ns	power, mW	area [um2]
2_1_floorplan	8.36	1031	7.83	0.181	7700
3_3_place_gp	9.48	1302	6.30	0.284	8720
3_5_place_dp	9.46	1302	6.36	0.282	8720
4_1_cts	9.47	1302	6.34	0.284	8720
5_1_grt	9.53	1302	5.93	0.310	8720
6_report	9.47	1302	6.26	0.291	8720
[worst min path at each step]
stage | start | end | cells after the start
4_1_cts | data2[2] | zero | 9
5_1_grt | data2[2] | zero | 9
6_report | data2[2] | zero | 9
[area by class of cell]
class	instances	area, um2	share of cell area (%)
tap	234	293	3.36
inverter	24	90.1	1.03
timing repair buffer	115	1100	12.6
sequential	32	480	5.51
multi-input combinational	897	6750	77.5
[where the power goes]
part / switching [mW] / internal [mW] / leakage [nW] / total [mW]
clock network: 0 / 0 / 0 / 0
registers: 0.000786 / 0.00860 / 0.256 / 0.00938
logic: 0.174 / 0.107 / 3.02 / 0.282
[worst min-delay path, cell delays in order]
cell and delay, ns:
sky130_fd_sc_hd__buf_2 0.10, sky130_fd_sc_hd__buf_4 0.29, sky130_fd_sc_hd__nand2_1 0.13, sky130_fd_sc_hd__nand3_1 0.12, sky130_fd_sc_hd__o221ai_1 0.11, sky130_fd_sc_hd__a21oi_1 0.05, sky130_fd_sc_hd__o21ai_0 0.16, sky130_fd_sc_hd__nor4_2 0.07
sky130_fd_sc_hd__clkdlybuf4s50_1 0.39
[cell usage after synthesis (7+ instances only)]
library cell / number / area (um2)
sky130_fd_sc_hd__a211oi_1: 22 / 165
sky130_fd_sc_hd__a21o_1: 13 / 97.6
sky130_fd_sc_hd__a21oi_1: 82 / 410
sky130_fd_sc_hd__a22oi_1: 7 / 52.6
sky130_fd_sc_hd__a31oi_1: 19 / 119
sky130_fd_sc_hd__and2_1: 11 / 68.8
sky130_fd_sc_hd__and3_1: 11 / 68.8
sky130_fd_sc_hd__buf_1: 11 / 41.3
sky130_fd_sc_hd__buf_2: 17 / 85.1
sky130_fd_sc_hd__buf_6: 9 / 101
sky130_fd_sc_hd__clkbuf_1: 37 / 139
sky130_fd_sc_hd__dlxtn_1: 32 / 480
sky130_fd_sc_hd__ha_1: 34 / 425
sky130_fd_sc_hd__inv_1: 22 / 82.6
sky130_fd_sc_hd__maj3_1: 22 / 220
sky130_fd_sc_hd__mux2_2: 16 / 180
sky130_fd_sc_hd__mux2i_1: 51 / 510
sky130_fd_sc_hd__mux4_2: 41 / 923
sky130_fd_sc_hd__nand2_1: 116 / 435
sky130_fd_sc_hd__nand3_1: 24 / 120
sky130_fd_sc_hd__nand4_1: 11 / 68.8
sky130_fd_sc_hd__nor2_1: 77 / 289
sky130_fd_sc_hd__nor2b_1: 9 / 56.3
sky130_fd_sc_hd__nor3_1: 22 / 110
sky130_fd_sc_hd__nor4_1: 11 / 68.8
sky130_fd_sc_hd__o211ai_1: 7 / 52.6
sky130_fd_sc_hd__o21a_1: 7 / 52.6
sky130_fd_sc_hd__o21ai_0: 74 / 370
sky130_fd_sc_hd__o22ai_1: 12 / 75.1
sky130_fd_sc_hd__o31ai_1: 11 / 82.6
sky130_fd_sc_hd__or3_1: 10 / 62.6
sky130_fd_sc_hd__or4_1: 7 / 52.6
sky130_fd_sc_hd__xnor2_1: 20 / 175
sky130_fd_sc_hd__xor2_1: 25 / 219
[logic make-up after synthesis]
group | share of synthesized area (%)
multiplexers | 22.8
AND-OR/OR-AND | 27.9
AND/OR/NAND/NOR | 23.0
latches | 6.24
XOR/XNOR | 5.12
adder cells (fa/ha/maj) | 8.64
buffers and inverters | 6.32
Power is estimated from default activity; no workload was simulated.
